<file path="./design.v">
package enum_pkg;
  typedef enum logic [3:0] {
    Add,
    Sub,
    Leftshift,
    RightshiftArith,
    RightshiftLogic,
    And,
    Or,
    Xor,
    Equal
  } Opcode;
endpackage
module adder (
  	input wire[31:0] A, 
  	input wire[31:0] B,
  	input wire S,
  	output reg[31:0] Y
);
  	always @(*)
    begin
      	case(S)
        	0 : Y = A+B;
        	1 : Y = A-B;
        endcase      
    end  
endmodule
</file>
<file path="./run.sh">
#!/bin/bash
# OpenROAD 26Q1-2900-gdf79404cd8, Yosys 0.63+post, stock flow scripts
make -C /OpenROAD-flow-scripts/flow DESIGN_CONFIG=/design/flow/config.mk WORK_HOME=/design/flow/orfs finish
</file>
<file path="./config.mk">
export PLATFORM = sky130hd
export DESIGN_NAME = adder
export DESIGN_NICKNAME = adder
export VERILOG_FILES = /design/flow/design.v
export SDC_FILE = /design/flow/constraint.sdc
export NUM_CORES = 4
export LEC_CHECK = 1
export CORE_UTILIZATION = 30
</file>
<file path="./constraint.sdc">
current_design adder

set clk_period 28.7
set clk_io_pct 0.2

create_clock -name clk0 -period $clk_period

set non_clock_inputs [all_inputs -no_clocks]
set_input_delay [expr $clk_period * $clk_io_pct] -clock clk0 $non_clock_inputs
set_output_delay [expr $clk_period * $clk_io_pct] -clock clk0 [all_outputs]
</file>
==> notes.md <==
flow finished, numbers: worst setup path endpoint Y[30], Port-buffer cells 97, core area 7410 µm², Slew HR 39.1%, logic area 2260 µm², IO Pins 97, slowest cell delay on critical path 0.58 ns, Die X 90.6 µm, # rows 31, Crit. Startpoint B[3], final period utilization 56.1%, layer with the highest usage met2, vias in the first global route 2523, min Tclk post-route 16.11 ns, Setup Fix Bufs, Post-CTS 0, pwr dens 29.9 nW/µm², Max Slew Vio Count 0, Crit path arrival time 10.37 ns, Slowest cell on crit path or4_4, grt ovf 0, Least-Margin Pin Slew 0.902 ns, critical setup path kind in2out, Cell area leaders ha_1, xnor2_1, a21oi_1, Setup crit start kind input port, initial antenna violation count 0, first-pass GRT wire length 11700 µm, Worst VDD drop 0.0118 mV, Setup violations, final 0, count leader, synth a21oi_1, grt met2 use 26.7%, CTS hold repair buffers 0, Crit Path Max Fanout 6, Max-Cap Viols 0, OpenROAD warnings 32, Die Y 90.6 µm, sequential cell area fraction in the yosys report 0%, chip area 8220 µm², initial core utilization 31.8%, Clock buffer cells 0, FF/Latch Area 0 µm², Fin Setup TNS 0 ns, worst min path class in2out, diode count 0, most frequent cells after synthesis a21oi_1, xnor2_1, nor2_1, DR vias 2724, initial drt markers 110, synthesis warning total 1, Filler Cells Inserted 736, Detail Placement HPWL 6070 µm, status complete, no violations, GR Util met3 1.97%, required time worst endpoint 22.96 ns, most area-hungry cell type in the Yosys netlist ha_1, YS chip area 2360 µm², Resized Gates After CTS 0, fmax 62.1 MHz, Area leader share 17.0%, Flops 0, met1 Usage GRT 26.4%, Avg Cell Area, Syn 6.77 µm², Yosys cell types 51, RSZ-0062 raised after global routing false, 1st-pass router iterations 4, Hold Vio Cnt, Final 0, Global Route Usage Sum 17.0%, Cells after Synth 348, crit end category primary output, Netlist Area Pre-Place 2360 µm², GPL Wtd Cong 0.959, Vias per Instance 5.10, ys cells 348, largest net degree at the start of global routing 32, Post-Route Utilization 46.1%, DR WL/cell 13.0 µm, DRT antenna net count 0, share of layout cells above drive strength 1 3.22%, CP Cell Sequence clkdlybuf4s50_1 -> or4_4 -> or3_4 -> nor4_1 -> nor2_1 -> xnor2_1 -> ha_1 -> a21oi_1 -> o21ai_0 -> a32o_1 -> a21oi_1 -> a211oi_1 -> or2_2 -> a211oi_1 -> clkdlybuf4s50_1, leak pwr 1.31 nW, DR DRC count 0, final wirelength 6920 µm, area delta synth->final 44.9%
-- logic make-up (layout without fill, tap and decap cells) --
kind of cell	count (synthesis)	in the layout	synth area share [%]
buffers and inverters	26	113	4.25
multiplexers	2	2	0.902
AND/OR/NAND/NOR	124	124	27.2
AND-OR/OR-AND	105	105	28.0
XOR/XNOR	58	58	21.9
adder cells (fa/ha/maj)	33	33	17.8
-- worst min path at each step --
stage	cells past startpoint	end	slack [ns]	startpoint
CTS	5	Y[0]	12.47	A[0]
global route	5	Y[0]	12.54	A[0]
finish	5	Y[0]	12.46	A[0]
-- through the flow --
step	hold WS [ns]	area, µm²	setup slack (ns)	total power [mW]	instances
2_1_floorplan	11.59	2360	13.99	0.0522	348
3_3_place_gp	12.48	3420	12.57	0.103	534
3_5_place_dp	12.46	3420	12.59	0.102	534
4_1_cts	12.47	3420	12.57	0.103	534
5_1_grt	12.54	3420	12.15	0.113	534
6_report	12.46	3420	12.59	0.102	534
-- layer usage --
layer | routed length (µm) | vias to the layer above
met1 | 3420 | 1189
met4 | 0 | 0
met3 | 482 | 0
met2 | 3020 | 83
li1 | - | 1452
met5 | 0 | -
-- critical path, delay by kind of cell --
| kind | cells | cell delay [ns] |
|---|---|---|
| buf+inv | 2 | 0.97 |
| compound gates | 6 | 1.34 |
| xor+xnor | 1 | 0.15 |
| simple gates | 5 | 1.80 |
| fa+ha+maj | 1 | 0.36 |
-- layout by cell type, fill, tap and decap left out, types with 2 or more instances in the layout --
| cell | instances |
|---|---|
| a21oi_1 | 45 |
| or3_1 | 4 |
| nor3_1 | 17 |
| a21o_1 | 7 |
| nor2_1 | 38 |
| a211oi_1 | 2 |
| nand3_1 | 9 |
| and3_1 | 5 |
| o21bai_1 | 6 |
| a311oi_1 | 2 |
| nor2b_1 | 5 |
| inv_1 | 15 |
| nor4b_1 | 2 |
| xnor2_1 | 42 |
| or4_1 | 2 |
| o21ai_0 | 17 |
| o211ai_1 | 3 |
| clkdlybuf4s50_1 | 97 |
| o21a_1 | 5 |
| nand4_1 | 5 |
| nand2_1 | 24 |
| xor2_1 | 15 |
| ha_1 | 32 |
| a31oi_1 | 7 |
| o2bb2ai_1 | 2 |
| nor4_1 | 4 |
-- cell type report --
class,instances,share of cell area [%]
Timing Repair Buffer,98,28.6
Multi-Input combinational cell,322,66.1
Inverter,15,1.65
Tap cell,99,3.63
-- power by group --
group	switching [mW]	leakage (nW)	internal, mW
clock network	0	0	0
logic	0.0427	1.31	0.0593
registers	0	0	0
total	0.0427	1.31	0.0593
No activity file was given, so power comes from the tool's default toggle rates.
