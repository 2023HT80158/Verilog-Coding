<file path="flow/run.sh">
#!/bin/bash
# OpenROAD 26Q1-2900-gdf79404cd8, Yosys 0.63+post, stock flow scripts
make -C /OpenROAD-flow-scripts/flow DESIGN_CONFIG=/design/flow/config.mk WORK_HOME=/design/flow/orfs finish
</file>
<file path="flow/config.mk">
export PLATFORM = sky130hd
export DESIGN_NAME = mux4to1
export DESIGN_NICKNAME = mux4to1
export VERILOG_FILES = /design/flow/design.v
export SDC_FILE = /design/flow/constraint.sdc
export NUM_CORES = 4
export LEC_CHECK = 1
export CORE_AREA = 10 10 84 84
export DIE_AREA = 0 0 94 94
</file>
<file path="flow/constraint.sdc">
current_design mux4to1

set clk_period 1.1
set clk_io_pct 0.2

create_clock -name clk0 -period $clk_period

set non_clock_inputs [all_inputs -no_clocks]
set_input_delay [expr $clk_period * $clk_io_pct] -clock clk0 $non_clock_inputs
set_output_delay [expr $clk_period * $clk_io_pct] -clock clk0 [all_outputs]
</file>
<file path="flow/design.v">
package enum_pkg;
  typedef enum logic [3:0] {
    Add,
    Sub,
    Leftshift,
    RightshiftArith,
    RightshiftLogic,
    And,
    Or,
    Xor,
    Equal
  } Opcode;
endpackage
module mux4to1 (
  	input wire[31:0] A, 
  	input wire[31:0] B,
  	input wire[31:0] C, 
  	input wire[31:0] D,
  	input wire[1:0] S,
  	output reg[31:0] Y
);
  	always @(*)
    begin
      	case(S)
        	0 : Y = A;
        	1 : Y = B;
           	2 : Y = C;
        	3 : Y = D;
        endcase      
    end  
endmodule
</file>
==> flow_summary_export.csv <==
group,metric,value,unit
run_status,run_status,"finished, violations left",
run_status,violations,"setup timing",
global_routing,total_routing_usage_reported_by_global_routing,14.1,%
floorplanning,fp_util,15.6,%
min_path,timing.hold.worst.class,"in2out",
final_layout,final_layout_top_logic_cell,"dlygate4sd2_1",
synth,synth.avg_cell_area,20.9,sq um
critical_path,setup.worst_path.start_class,"input pin",
synth,yosys_area,815,sq um
synth,ys.warnings.count,1,
final_layout,final_layout_size_suffix_gt1_share,36.9,%
sta,post-route-min-period,1.36,ns
pwr,ir_worst_vdd,0.173,mV
synth,syn_area,815,sq um
sta,rsz_0062_raised_after_global_routing,"yes",
sta,maxClockFrequency,0.734,GHz
pwr,pwr_total,792,uW
global_routing,global_route_wire_length_before_repair,9.22,mm
cts,postCtsSetupBuffers,0,
flow_run,max_cap_violations,0,
pwr,cellPowerDensity,336,nW/um^2
critical_path,critPathMaxFanout,6,
sta,setup_slack,-0.262,ns
final_layout,ff_latch_area,0,sq um
placed_design,dp_hpwl,5.68,mm
placed_design,port_buffers,162,
global_routing,overflow,0,
critical_path,crit_required,0.88,ns
drt,remaining_drc_errors,0,
drt,routed-via-count,1177,
floorplanning,die_x,94,um
synth,ys_cells,39,
final_layout,mostFrequentLayoutCells,"dlygate4sd2_1 (128), mux4_2 (32), buf_2 (32)",
global_routing,via_count_of_the_first_global_routing_pass,1399,
synth,synth_cell_types,5,
floorplanning,area_of_the_die,8840,sq um
drt,avgRoutedWirePerCell,24.0,um
floorplanning,core-area,5200,sq um
drt,detail_route.vias_per_cell,4.28,
critical_path,worst_ep_arrival_time,1.14,ns
floorplanning,die_y,94,um
synth,count_of_mapped_cells_out_of_synthesis,39,
final_layout,layout.core_utilization,45.3,%
final_layout,areaGrowthSynthToFinish,189,%
sta,setup_viol_count_final,32,
sta,timing_hold_violations_final,0,
final_layout,nClkBuffers,0,
drt,drt-pass1-iter-count,3,
drt,detail-route-antenna-nets,0,
sta,timing_max_transition_violations_final,0,
sta,portion_of_the_clock_cycle_consumed_by_the_worst_path_in_the_final_layout,124,%
pwr,power.leakage,1.13,nW
critical_path,crit_path_category,"in2out",
drt,first_iter_violations,10,
cts,cts_hold_repair.buffers,0,
sta,worst_slew_margin_rel,87.0,%
final_layout,flops,0,
floorplanning,std_cell_rows,26,
synth,ys_seq_share,0,%
global_routing,antenna_found_initial,2,
sta,timing_worst_slew_pin_value,0.194,ns
flow_run,warnings,35,
final_layout,n_fill_cell,530,
drt,wl,6.61,mm
floorplanning,io_pins,162,
critical_path,critPathCaptureType,"output pin",
placed_design,gp_congestion,0.910,
global_routing,grt_start_max_net_pins,17,
[cells by family (layout without fill, tap and decap cells)]
logic type | after synthesis | count (layout) | synth area share [%]
buffers and inverters | 7 | 171 | 10.6
muxes | 32 | 32 | 89.4
other | 0 | 2 | 0
[where the power goes]
part	internal, mW	switching [mW]	total, mW
logic	0.580	0.212	0.792
registers	0	0	0
clock network	0.000000243	0	0.000000243
total	0.580	0.212	0.792
[path summary, 6_finish.rpt]
check	start	cells past startpoint	end
max	S[0]	4	Y[20]
min	D[7]	3	Y[7]
[repair_timing]
item | 4_1_cts | 5_1_grt
resized | 255 | 2
endpoints found under the hold margin | 0 | 0
gates cloned | 5 | 1
endpoints found under the setup margin | 32 | 32
[synth_stat cells (all sizes together)]
| master | instances | area (sq um) |
|---|---|---|
| mux4 | 32 | 728 |
| buf | 7 | 86.3 |
[layer usage]
layer | up-vias | routed length (um) | GRT usage, %
li1 | 544 | - | -
met5 | - | 0 | 0
met1 | 567 | 2300 | 16.0
met3 | 2 | 521 | 4.04
met2 | 64 | 3770 | 26.3
met4 | 0 | 26 | 1.65
[layout make-up]
cell class                      count  area [sq um]  area share [%]
Multi-Input combinational cell     32           721            30.6
Tap cell                           70          87.6            3.72
Timing Repair Buffer              171          1540            65.5
Antenna cell                        2          5.00           0.212
[metrics by stage]
stage	hold slack [ns]	setup TNS, ns	cell area, sq um	cells	setup slack, ns
2_1_floorplan	0.526	-0.949	823	39	-0.0316
3_3_place_gp	1.47	-26.75	2480	267	-0.868
3_5_place_dp	1.47	-26.84	2480	267	-0.873
4_1_cts	0.926	-7.64	2330	272	-0.273
5_1_grt	0.938	-8.27	2360	275	-0.297
6_report	0.924	-7.35	2360	275	-0.262
[worst max-delay path, stage by stage]
cell    delay (ns)
buf_16        0.13
buf_12        0.14
mux4_2        0.51
buf_2         0.13
Power and IR drop assume default switching activity.
