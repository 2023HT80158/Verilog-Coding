==> flow/design.v <==
package enum_pkg;
  typedef enum logic [3:0] {
    Add,
    Sub,
    Leftshift,
    RightshiftArith,
    RightshiftLogic,
    And,
    Or,
    Xor,
    Equal
  } Opcode;
endpackage
module shifter (
  	input wire[4:0] A, 
  	input wire[31:0] B,
  	input wire[1:0] CTRL,
  	output reg[31:0] Y
);
  	always @(*)
    begin
      case(CTRL)
        	0 : Y = B << A;  
        	1 : Y = B >> A;  
        	2 : Y = $signed(B) >> A;  
        	3 : Y = B;  
        endcase      
    end  
endmodule
==> flow/run.sh <==
#!/bin/bash
# OpenROAD 26Q1-2900-gdf79404cd8, Yosys 0.63+post, stock flow scripts
make -C /OpenROAD-flow-scripts/flow DESIGN_CONFIG=/design/flow/config.mk WORK_HOME=/design/flow/orfs finish
==> flow/config.mk <==
export PLATFORM = sky130hd
export DESIGN_NAME = shifter
export DESIGN_NICKNAME = shifter
export VERILOG_FILES = /design/flow/design.v
export SDC_FILE = /design/flow/constraint.sdc
export NUM_CORES = 4
export LEC_CHECK = 1
export CORE_UTILIZATION = 40
==> flow/constraint.sdc <==
current_design shifter

set clk_period 4.4
set clk_io_pct 0.2

create_clock -name clk0 -period $clk_period

set non_clock_inputs [all_inputs -no_clocks]
set_input_delay [expr $clk_period * $clk_io_pct] -clock clk0 $non_clock_inputs
set_output_delay [expr $clk_period * $clk_io_pct] -clock clk0 [all_outputs]
==> run_results.csv <==
group,metric,value,unit
outcome,run_status,"completed",
final_timing,drv_slew,0,
die,ios,71,
final_timing,worstMarginPinSlew,0.628,ns
critical_path,critPathArrivalTime,3.43,ns
critical_path,start_kind,"primary input",
die,fp_util,41.8,%
clock_tree,cts_setup_buffers,0,
place,place_hpwl,17.4,mm
die,die_w,110,um
yosys,yosys.area_share.simple,13.2,%
yosys,ys_seq_share,0,%
power_and_ir_drop,max-vdd-ir-drop,0.0000912,V
yosys,avgSynthCellArea,8.76,um2
drt,drtIter0Drc,555,
run,warning_count,33,
drt,drtAntennaViolNets,0,
drt,first_pass_iters,7,
yosys,netlist_instances,529,
yosys,ys_cells,529,
die,rows,38,
final_timing,finalSetupTns,0,ns
final_timing,fin_crit,4.31,ns
layout,n_clock_buffer,0,
layout,regArea,0,um2
critical_path,crit_path_start,"B[6]",
final_timing,fmax,232,MHz
yosys,ys_top_logic_family,"multiplexers",
drt,wirelength,21.5,mm
critical_path,crit_type,"in -> out",
layout,seq_cells,0,
critical_path,path_max_fanout,7,
global_routing,antenna_found_initial,0,
place,numPortBuffers,71,
final_timing,rsz0062_at_grt,"false",
power_and_ir_drop,p_leak,2.35,nW
min_path,hold_class,"in -> out",
place,gp_congestion,1.04,
layout,synthToLayoutAreaGrowth,30.3,%
power_and_ir_drop,cellPowerDensity,133,nW/um2
die,die_h,110,um
global_routing,grt_util_all_layers,38.6,%
clock_tree,postCtsHoldBufs,0,
global_routing,grt_first_pass_wirelength,31.8,mm
drt,avgViaCountPerCell,6.89,
critical_path,end_kind,"primary output",
die,core_area,11100,um2
final_timing,min_period_over_period,98.0,%
critical_path,worstPathRequired,3.52,ns
yosys,ys_sh_adder,0.540,%
global_routing,grt_max_degree,38,
drt,antennaDiodeCount,0,
clock_tree,cts_resized,0,
yosys,syn_area,4630,um2
yosys,ys_warn_count,1,
final_timing,finalHoldViolCount,0,
final_timing,setup_viol,0,
yosys,xor_share,0,%
run,drv_cap,0,
drt,drt_drc_violations_left,0,
final_timing,slew_headroom,58.0,%
layout,nFillCells,1021,
layout,drive_gt1_share,34.6,%
global_routing,grt_pass1_vias,5051,
yosys,ys_sh_mux,53.7,%
drt,vias,5337,
yosys,yosys_area,4630,um2
die,chipArea,12000,um2
layout,final_util,54.5,%
yosys,synth_cell_types,56,
yosys,ys_sh_aoi,22.7,%
drt,detail_route.wl_per_cell,27.8,um
critical_path,endpoint,"Y[17]",
global_routing,overflow,0,
-- metrics by stage --
stage	power [W]	instance area, um2	hold slack, ns	setup WS [ns]	cells
final	0.000801	6030	2.82	0.0887	775
after global routing	0.000844	6030	2.87	0.0118	775
after CTS	0.000779	6000	2.81	0.0373	775
after detailed placement	0.000775	6000	2.81	0.0326	775
after global placement	0.000778	6000	2.81	0.0660	775
after floorplan	0.000430	4630	1.89	1.04	529
-- synthesized netlist by cell type (all sizes together), types with 2 or more instances --
cell    instances  share of area (%)
mux2           32                7.8
buf            37                5.6
o21a            8                1.3
mux4           68                 34
ha              2               0.54
a31oi           8                1.1
nand2b          6               0.81
nand3b          2               0.32
nor2b          14                1.9
mux2i          56                 12
nor2           41                3.5
o22ai           5               0.68
a311oi          2               0.38
nand3          11                1.2
o31ai           2               0.32
inv            12               0.97
o221ai          5               0.95
a21o            3               0.49
a211o           3               0.57
and2            3               0.41
a211oi          7                1.1
o32ai           2               0.38
a221oi         16                3.0
nand2          38                3.1
a222oi          4               0.86
a32oi           4               0.76
o211ai          4               0.65
o21ai          18                1.9
a41oi           2               0.38
or4             2               0.32
nor3           12                1.3
a22oi          11                1.8
a21oi          34                3.7
clkbuf         40                3.3
o31a            2               0.38
-- critical path: stages --
cell and delay, ns:
clkdlybuf4s50_1 0.52, mux4_2 0.56, mux4_2 0.48, nor2b_1 0.14, a311oi_1 0.33, a21oi_1 0.10
clkdlybuf4s50_1 0.41
-- worst min-delay path by stage --
stage | from | end | slack, ns | cells after the start
after global routing | B[23] | Y[23] | 2.87 | 6
final | A[1] | Y[0] | 2.82 | 5
after CTS | A[1] | Y[0] | 2.81 | 5
-- placed cells by master (no fill, tap or decap), types with 10 or more instances in the layout --
cell,n
a22oi_1,11
nand3_1,11
buf_4,107
nor3_1,12
inv_1,10
nor2_1,40
mux2i_1,54
o21ai_0,18
clkdlybuf4s50_1,65
a21oi_1,34
nand2_1,37
nor2b_1,14
mux4_2,61
mux2_2,32
a221oi_1,15
-- final cells by class --
cell class | instances | area, um2 | share of cell area (%)
inverter | 12 | 45.0 | 0.746
multi-input combinational | 440 | 4200 | 69.6
tap | 140 | 175 | 2.90
timing repair buffer | 183 | 1610 | 26.7
-- layer usage --
metal  global-route usage [%]  wire length, um  vias up
met3                     10.5             2410       49
met4                     7.90              572        0
met2                     55.8             9390      344
met5                     1.79                0        -
met1                     59.6             9150     2601
li1                         -                -     2343
-- power by group --
| part | total (W) | switching (W) | internal, W |
|---|---|---|---|
| Combinational | 0.000801 | 0.000400 | 0.000400 |
| Clock | 0 | 0 | 0 |
| Sequential | 0 | 0 | 0 |
| Total | 0.000801 | 0.000400 | 0.000400 |
-- kinds of logic (layout without fill, tap and decap cells) --
| family | Yosys count | count (layout) |
|---|---|---|
| buffers and inverters | 89 | 195 |
| AND/OR/NAND/NOR | 132 | 132 |
| adder cells (fa/ha/maj) | 2 | 2 |
| AND-OR/OR-AND | 150 | 150 |
| multiplexers | 156 | 156 |
Power figures rest on the tool's default switching activity, not on a simulated workload.
